`design.v`:
```
module alu
    #(parameter N = 32)
    (
        input logic signed [N-1:0] x, y,
        input logic [3:0] op,
        output logic [N-1:0] z,
        output logic zero
    );
    always_comb begin
        z = 0;
        case (op)
            4'b0000: z = x & y;
            4'b0001: z = x | y;
            4'b0010: z = x ^ y;
            4'b0011: z = ~(x | y);
            4'b0101: z = x + y;
            4'b0110: z = x - y;
            4'b0111: z = x < y;
            4'b1000: z = x >> y;
            4'b1001: z = x << y;
            4'b1010: z = x >>> y;
        endcase
    end
    assign zero = z == 32'd0;
endmodule
```
`run.sh`:
```
#!/bin/bash
# OpenROAD 26Q1-2900-gdf79404cd8, Yosys 0.63+post, stock flow scripts
make -C /OpenROAD-flow-scripts/flow DESIGN_CONFIG=/design/flow/config.mk WORK_HOME=/design/flow/orfs finish
```
`config.mk`:
```
export PLATFORM = sky130hd
export DESIGN_NAME = alu
export DESIGN_NICKNAME = alu
export VERILOG_FILES = /design/flow/design.v
export SDC_FILE = /design/flow/constraint.sdc
export NUM_CORES = 4
export LEC_CHECK = 1
export CORE_UTILIZATION = 50
```
`constraint.sdc`:
```
current_design alu

set clk_period 13.8
set clk_io_pct 0.2

create_clock -name clk0 -period $clk_period

set non_clock_inputs [all_inputs -no_clocks]
set_input_delay [expr $clk_period * $clk_io_pct] -clock clk0 $non_clock_inputs
set_output_delay [expr $clk_period * $clk_io_pct] -clock clk0 [all_outputs]
```
==> summary.txt <==
Quick summary of the implementation run below.

Post-route period utilization is reported as 0.859. The chip height is between 150 and 200 µm. Hold-check failures listed in the final report amount to 0. By startpoint and endpoint, the worst setup path is classified as in -> out. The worst path required time came out at 11040 ps. The number of antenna violations at the first check in global routing came out at 4. The arrival time of the worst setup path came out at between 9000 and 10000 ps.

In this run, the number of DRC markers left after iteration 0 of detailed routing was around 2100. The detailed-routing iteration count for the pre-antenna-repair pass is 6. Post-CTS timing repair inserted 0 buffers for setup. After synthesis the cells add up to 0.0116 mm². The reported leakage power is between 0.004 and 0.005 µW.

The worst voltage drop across the vdd grid is between 0.02 and 0.03 mV. Routability-driven placement finished with a final weighted congestion of ~1.2. The setup total negative slack is 0 ps. The die width is roughly 150 µm.

The placeable core region is 0.0226 mm². The via count came out at around 14000. The per-instance average area after synthesis came out at about 7.1 µm². The final number of setup-violating endpoints is 0. The tally of OpenROAD warnings is between 100 and 150. The switching share of power came out at 0.618. Of all cell types, the one taking the most synthesized area is mux4_2. The quantity of hold-fixing buffers added after cts is 0. The slowest stage of the critical path belongs to the cell clkdlybuf4s50_1. Ranking logic cells in the layout by count gives the top entries nor2_1 (161), nand2_1 (133), a21oi_1 (109).

Setup repair after global routing left no endpoint under its margin. The final timing report derives a shortest allowable period of 11860 ps. Per Yosys stat, the portion of area used by sequential elements is 0. The site row count is 55. The overall chip area is roughly 0.024 mm². For this design the top-level I/O count stands at slightly above 100. In this run the remaining antenna-violating nets after routing total 0. The DRC violation total left in the routed layout is recorded as 0. Cell internal power was estimated by the tool at 196 µW.

STA classifies the critical path startpoint as a primary input. The max-slew violation total from the final report is 0. The number of buffer and inverter instances along the worst setup path is 3. The main area contributors are mux4_2 (11%), ha_1 (11%), mux2i_1 (6.4%).

Summed over all nets, the switching power comes to between 300 and 400 µW. The clock buffer instance count of the final layout came out at 0. Entering global routing, the biggest net connects around 74 pins. The wire-length estimate of the detail-placed layout is around 46 mm. The flow ran to the end, and the final reports show no timing, DRC or antenna violations.

The final layout report lists a filler cell count of between 2000 and 2500. The Yosys warning count is 1. The share of final-layout standard cells stronger than drive strength 1 came out at 0.113. The effective utilization at floorplan is 0.511. The cell family contributing the most delay on the critical path is AND-OR/OR-AND gates. The signal on the critical path passes through clkdlybuf4s50_1 > clkinv_1 > ha_1 > nand2_1 > o21ai_1 > o21ai_0 > o41ai_1 > a41oi_1 > o311ai_1 > a21o_1 > a211oi_1 > a2bb2oi_1 > or4_1 > nor2_1 > nor4b_2 > clkdlybuf4s50_1. The maximum cell stage delay along the critical path is approximately 980 ps. The ratio of total power to cell area came out at about 41 mW/mm².

The most critical setup path has its startpoint at y[5]. The number of buffers inserted by port buffering is 101. The worst setup path is captured at an output pin. The final layout contains routed wiring with a total length of between 50 and 60 mm.

The highest achievable clock rate came out at approximately 0.084 GHz. STA lists the startpoint of the worst hold path as op[1]. The overall track demand over capacity in global routing came out at 0.503. The cell total in the yosys stat output came out at ~1600. The mean number of vias per cell came out at 7.57. The global-route congestion overflow total came out at 0.

The number of distinct library cells after synthesis is approximately 100. Synthesis produced 1638 cells. In the finished design the tool counted flip-flops and latches totalling 0. The synthesis-to-layout area growth is 7.93%. The remaining max-slew budget at the tightest pin came out at 0.340. The overall power consumption is ~510 µW. The max-cap violation count came out at 0. Across the whole layout, storage elements account for 0 µm². The global-route wire length before repair came out at about 86 mm. Per the detail_route report, routed wire per instance is just over 30 µm. The pin slew with the least headroom to its limit is between 900 and 1000 ps. The area of the synthesized netlist per yosys stat is around 0.012 mm². The worst hold-check path type is in -> out. Per the cell usage report, the commonest logic cell in the layout is nor2_1. The area share of the leading cell type in the synthesized netlist is 0.115.

The via count of the first global-routing pass was about 13000. The maximum fanout count along the critical path is 14. The number of resized instances in the post-cts repair step came out at 0. Among the stages of the critical path, the cell type that occurs most often is clkdlybuf4s50_1.
## routing by layer
metal,global-route usage,up-vias,wire (µm)
met5,0.0166,-,63
li1,-,6250,-
met3,0.171,263,8090
met2,0.720,1259,24300
met4,0.260,6,4180
met1,0.675,6708,22500
## cell families after synthesis
group,Yosys count,synth area share
and+or+nand+nor,534,0.227
buffers and inverters,262,0.0991
adders and majority gates,103,0.113
AOI/OAI and AO/OA,553,0.328
xor gates and xnor gates,11,0.00833
muxes,175,0.225
## power groups by stage
stage / Combinational (µW) / Sequential, µW / Clock [µW]
4_1_cts: 493 / 0 / 0
5_1_grt: 539 / 0 / 0
## worst paths after layout
kind,slack [ps],cells past startpoint,end
setup / recovery,1940,16,zero
hold / removal,6650,6,z[1]
## stage by stage
step	utilization	setup slack (ps)	cells	hold slack [ps]	instance area [µm²]
after floorplan	-	4020	1638	5720	11600
after global placement	0.551	2230	1912	6630	12500
after detailed placement	0.551	2240	1912	6610	12500
after CTS	0.551	2190	1912	6620	12500
after global routing	0.551	1750	1912	6650	12500
final	0.552	1940	1914	6650	12500
## Yosys cell counts, types with 9 or more instances
library cell and instances:
nand4_1 21, nand2b_1 14, a221oi_1 13, a211o_1 17, o22ai_1 20, o211ai_1 33, mux4_2 59, clkbuf_1 79
mux2i_1 74, a311oi_1 9, ha_1 101, o221ai_1 10, nor2b_1 19, a21o_1 15, nand2_1 133, o21a_1 14
buf_2 34, a22oi_1 11, nor2_1 163, o21ai_0 97, a211oi_1 44, a21oi_1 109, buf_1 22, nor4_1 14
or2_2 13, nand3_1 44, nor3_1 49, o2111ai_1 12, o31ai_1 13, inv_1 107, o21ai_1 12, mux2_2 34
a31oi_1 27
## final cells by class
type	instances	area (µm²)	share of cell area
repair buffers	140	1280	0.103
diodes	2	5.00	0.000401
multi-input cells	1376	10400	0.835
well taps	285	357	0.0286
inverters	111	417	0.0334
Power is estimated from default activity; no workload was simulated.
