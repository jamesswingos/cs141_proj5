==> flow/design.v <==
module reg_file
    #(
        parameter DATA_WIDTH = 32,  
                  ADDR_WIDTH = 5    
    )
    (
        input logic clk,
        input logic wr_en,
        input logic [ADDR_WIDTH-1:0] w_addr, r0_addr, r1_addr,
        input logic [DATA_WIDTH-1:0] w_data,
        output logic [DATA_WIDTH-1:0] r0_data, r1_data,
        input logic [ADDR_WIDTH-1:0] rdbg_addr,
        output logic [DATA_WIDTH-1:0] rdbg_data
    );
    logic [DATA_WIDTH-1:0] regs [0:2**ADDR_WIDTH-1];
    always_ff @(posedge clk)
        if (wr_en)
            regs[w_addr] <= w_data;
    assign r0_data = r0_addr == 0 ? 0 : regs[r0_addr];
    assign r1_data = r1_addr == 0 ? 0 : regs[r1_addr];
    assign rdbg_data = rdbg_addr == 0 ? 0 : regs[rdbg_addr];
endmodule
==> flow/run.sh <==
#!/bin/bash
# OpenROAD 26Q1-2900-gdf79404cd8, Yosys 0.63+post, stock flow scripts
make -C /OpenROAD-flow-scripts/flow DESIGN_CONFIG=/design/flow/config.mk WORK_HOME=/design/flow/orfs finish
==> flow/config.mk <==
export PLATFORM = sky130hd
export DESIGN_NAME = reg_file
export DESIGN_NICKNAME = reg_file
export VERILOG_FILES = /design/flow/design.v
export SDC_FILE = /design/flow/constraint.sdc
export NUM_CORES = 4
export LEC_CHECK = 1
export CORE_UTILIZATION = 40
==> flow/constraint.sdc <==
current_design reg_file

set clk_period 7.5
set clk_io_pct 0.2

create_clock -name clk0 -period $clk_period [get_ports {clk}]

set non_clock_inputs [all_inputs -no_clocks]
set_input_delay [expr $clk_period * $clk_io_pct] -clock clk0 $non_clock_inputs
set_output_delay [expr $clk_period * $clk_io_pct] -clock clk0 [all_outputs]
==> job_summary.md <==
## PnR job results

| Metric | Value |
|---|---|
| Buffer-and-inverter tally for the worst setup path | 3 |
| Path class of the lowest-slack min-delay path | in2reg |
| Final weighted congestion of routability-driven global placement | 0.945 |
| Routed wire per std cell | 38.3 um |
| Pin slew with the least headroom to its limit | 1.03 ns |
| Initial cell density of the core | 40.4% |
| Cts hold-fix bufs | 0 |
| Worst endpoint required time | 6.00 ns |
| Cell at the root of the clock tree | clkbuf_16 |
| Post-CTS Resized | 0 |
| Post-synthesis adder-cell area fraction | 0% |
| Peak VDD IR | 0.000186 V |
| Biggest registers after layout | regs (1024) |
| Die height | 376 um |
| Port Buf Inserts | 149 |
| Highest cell delay on the worst timing path | 0.74 ns |
| Final setup fails | 0 |
| Synth Seq Share | 55.1% |
| Post-synthesis xor/xnor area fraction | 0% |
| Dominant combinational cell family by area after synthesis | multiplexers |
| Flip-flops with a built-in enable | 1024 |
| Tally of filler cells in the layout | 11500 |
| Worst rel slew slack | 30.5% |
| Kind of start point of the critical path | input port |
| Library cell contributing the largest single delay on the critical path | a311oi_1 |
| Asr flop ratio synth | 0% |
| Source of the worst hold timing path | w_data[25] |
| Avg Inst Size Synth | 17.3 um^2 |
| Number of post-CTS setup repair buffers | 0 |
| Via density per instance | 6.82 |
| Maxcap violations | 0 |
| Sum of routed wire segments on met1 | 59000 um |
| Cell accounting for the most synthesized area | edfxtp_1 |
| Half-perimeter wire length of the detailed placement result | 119000 um |
| Global route total overflow | 0 |
| Worst-case clock buffer depth | 3 |
| Final clock period utilization by the worst path | 84.1% |
| Design Power | 13.4 mW |
| Top metal layer carrying routed signals | met5 |
| Number of antenna violations at the first check in global routing | 4 |
| GRT Overall Usage | 31.5% |
| Number of global-route vias before repair | 39800 |
| Via count | 36200 |
| Pin count of the biggest net entering global routing | 78 |
| Worst hold endpoint | regs[17][25]$_DFFE_PP_ |
| Dominant flop cell | edfxtp_1 |
| Power density relative to cell area | 212 nW/um^2 |
| Largest driver fanout on the critical path | 14 |
| Leakage power summed over all cells | 20.1 nW |
| #FFs+latches synth | 1024 |
| CP arrival | 4.80 ns |
| Proportion of layout cells with a drive suffix above 1 | 31.3% |
| Area of the mapped netlist | 55800 um^2 |
| Yosys warns | 1 |
| Area of the synthesized netlist per yosys stat | 55800 um^2 |
| Instance count on the critical path | 6 |
| Run status | finished, final reports clean |
| Number of DRC violations after detailed-routing iteration 0 | 2562 |
| Horizontal extent of the die | 376 um |
| TritonCTS clock tree | done |
| OpenROAD warnings | 26 |
| Multiplexer fraction of the synthesized cell area | 32.1% |
| Chain of cells forming the critical path | buf_2 -> nor2b_4 -> buf_4 -> a22oi_1 -> a311oi_1 -> clkdlybuf4s50_1 |
| Post-layout minimum cycle time | 6.30 ns |
| Boundary Pins | 150 |
| Maximum operating frequency | 159 MHz |
| Post-route ant nets | 0 |
| Residual DRC count | 0 |
| Sort of element at the end of the critical path | output port |
| Final-report hold violation count | 0 |
| Distinct lib cells | 36 |
| Relative area change from synthesis to final layout | 13.4% |
| Rows | 136 |
| Largest register FFs | 1024 |
| Met3 wirelength from detailed routing | 40000 um |
| Cell types occupying the most area after synthesis | edfxtp_1 55%, mux4_2 23%, mux2i_1 6.9%, mux2_2 1.9%, a211oi_1 1.3% |
| Wire length of the first global-routing pass | 285000 um |
| Number of standard cells reported by yosys | 3230 |
| Routed met2 length | 90300 um |
| Register containing the most flip-flops in the final layout | regs |
| Top-area cell type share of the netlist area | 55.1% |
| Iteration tally of the first detailed-router pass | 8 |
| Simple Share, Synth | 2.46% |
| Number of instances in the synthesized netlist | 3230 |
| Startpoint-to-endpoint class of the critical path | in2out |
| Number of H-tree levels | 3 |
| Aggregate routed wire length | 203000 um |
| Total negative slack for setup checks | 0 ns |
| Sinks on the clock net | 1024 |
| Synth Area in Compound Gates | 7.36% |
| Number of clock buffers inserted by TritonCTS | 110 |
| RSZ-0062 raised after global routing | false |
| Clock-pin slew on the worst setup and hold paths | 0.06 ns |
| Kind of cell adding the most delay to the critical path | buffers and inverters |
| Max Slew Vio Count | 0 |
| Worst hold path stage count | 2 |
| Hold Worst Slack | 1.57 ns |
| Area inside the core boundary | 138000 um^2 |
| Area of the chip | 141000 um^2 |
through the flow:
stage	setup WS [ns]	cells	instance area (um^2)	util [%]
after floorplan	3.16	3230	55800	-
after global placement	1.28	5098	59800	43.4
after detailed placement	1.27	5098	59800	43.4
after CTS	1.28	5299	63300	45.9
after global routing	1.20	5301	63300	45.9
final	1.20	5302	63300	45.9
worst max path at each step:
stage                       from  slack [ns]     endpoint
final                 r1_addr[3]        1.20  r1_data[16]
after global routing  r1_addr[3]        1.20  r1_data[11]
after CTS             r1_addr[3]        1.28  r1_data[16]
per-layer routing:
metal / track usage [%] / up-vias
met1: 33.2 / 18000
li1: - / 14300
met5: 5.76 / -
met3: 26.4 / 686
met2: 44.0 / 3147
met4: 14.8 / 23
layout make-up:
cell class	instances	area, um^2	share of cell area, %
diodes	3	7.51	0.0119
clock buffers	139	2880	4.55
clock inverters	62	564	0.892
inverters	3	16.3	0.0257
multi-input cells	1885	23700	37.5
flip-flops and latches	1024	30700	48.6
well taps	1863	2330	3.68
repair buffers	323	3020	4.77
cell usage after synthesis (74+ instances only):
library cell,instances
a211oi_1,96
mux2_2,96
edfxtp_1,1024
mux2i_1,384
buf_4,74
nand2_1,103
mux4_2,576
a22oi_1,96
a221oi_1,77
buf_2,74
clkbuf_1,153
o21ai_0,96
cell families after synthesis:
kind of cell / count (synthesis)
compound gates: 557
buf+inv: 321
flops: 1024
mux: 1056
simple gates: 272
cells in the final DEF, fill, tap and decap left out, types with 6 or more instances in the layout:
cell type and instances:
nand4_1 32, buf_12 17, a211oi_1 96, mux2i_1 384, clkbuf_16 111, o2111ai_1 19, a22oi_1 96, buf_8 6
o221ai_1 64, clkdlybuf4s50_1 134, clkinv_1 23, o21ai_1 13, a311oi_1 64, bufinv_16 8, mux4_2 576, buf_4 158
clkbuf_1 28, mux2_2 96, nor2b_1 64, nor2b_4 7, edfxtp_1 1024, o21ai_0 96, clkinv_2 19, nand3b_1 6
nand2_1 103, nor2_4 36, a21oi_1 32, a221oi_1 77
where the power goes:
part | internal, mW | switching (mW)
sequential | 6.37 | 0.0415
clock | 2.99 | 2.32
combinational | 0.716 | 0.960
total | 10.1 | 3.32
Power is estimated from default activity; no workload was simulated.
